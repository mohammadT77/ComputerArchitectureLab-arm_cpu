### flow/run.sh
#!/bin/bash
# OpenROAD 26Q1-2900-gdf79404cd8, Yosys 0.63+post, stock flow scripts
make -C /OpenROAD-flow-scripts/flow DESIGN_CONFIG=/design/flow/config.mk WORK_HOME=/design/flow/orfs finish
### flow/config.mk
export PLATFORM = sky130hd
export DESIGN_NAME = RegisterBank
export DESIGN_NICKNAME = RegisterBank
export VERILOG_FILES = /design/flow/design.v
export SDC_FILE = /design/flow/constraint.sdc
export NUM_CORES = 4
export LEC_CHECK = 1
export CORE_UTILIZATION = 40
### flow/constraint.sdc
current_design RegisterBank

set clk_period 11.1
set clk_io_pct 0.2

create_clock -name clk0 -period $clk_period [get_ports {clk}]

set non_clock_inputs [all_inputs -no_clocks]
set_input_delay [expr $clk_period * $clk_io_pct] -clock clk0 $non_clock_inputs
set_output_delay [expr $clk_period * $clk_io_pct] -clock clk0 [all_outputs]
### flow/design.v
module RegisterBank(
		input write, clk,
		input [4:0] a,b,c,
		input [63:0] dataC,
		output [63:0] dataA, dataB 
	);
	reg [63:0] R[31:0];
	assign	dataA = R[a];
	assign	dataB = R[b];
	integer i;
	initial begin
		R[31] = 0;
		for (i=0;i<31;i = i +1 ) begin
			R[i] = i;
		end
	end
	always @(posedge clk)
	begin			
			if (write == 1)
			begin
				R[c] = dataC;
			end
	end
endmodule
==> Slide: Implementation Results <==
Flow Results at a Glance

Timing
  • Final hold slack: 1997 ps
  • Final Hold Viols: 0
  • Final period utilization: 0.7312
  • Setup TNS: 0 ps
  • Unrepaired setup endpoints after global routing: no
  • Final setup viols: 0
  • Worst-Margin Slew: 1016 ps
  • Tmin final: 8116 ps
  • Pins Over Slew Limit: 0
  • F_max: 123.2 MHz
  • Relative slew slack: 0.3206

Global route
  • GR Overflow Total: 0
  • Largest net degree at the start of global routing: 88
  • Antenna violations before repair: 6
  • Gr usage total: 0.2725
  • Vias in the first global route: 56314
  • First-pass GRT wire length: 410000 microns

Cells and area
  • Synthesis-to-layout area growth: 14.53%
  • Largest register FFs: 2048
  • Non-Filler Instances: 7967
  • Fill count: 18966
  • Layout cells sized above 1: 0.3600

Yosys
  • Ys cells: 4313
  • Mux frac, synth: 0.2939
  • Register share after synthesis: 0.6536
  • Main flop type: edfxtp_1
  • Logic family by area: multiplexers
  • Avg Synthesized Cell Area: 21.82 sq um
  • Commonest cells in the netlist: edfxtp_1 (2048), mux4_2 (1039), mux2i_1 (362)
  • Synth Instances: 4313
  • Asr flop ratio synth: 0
  • Ys Warns: 1
  • YS chip area: 94100 sq um
  • EDFF count, synth: 2048
  • Post-Syn Area: 94100 sq um
  • Largest type area fraction: 0.6536
  • Ao+oa area frac: 0.02436
  • Xor/xnor share: 0
  • Synth Area in Adders: 0
  • Flops out of synthesis: 2048
  • Cell area leaders: edfxtp_1 (65%), mux4_2 (25%), mux2i_1 (3.9%)
  • Cell Type Count: 38
  • Synth area leader: edfxtp_1
  • Most common cell in the synthesized netlist: edfxtp_1
  • Simple-gate share of the synthesized area: 0.008802

Job
  • Max_cap viols: 0
  • Tool warnings: 26

Route
  • Via density: 6.245
  • Wire per inst: 36.09 microns
  • Initial detailed-routing violation count: 3173
  • DR pass1 iterations: 6
  • Final wirelength: 287600 microns
  • Detail Route Antenna Nets: 0
  • Number of remaining DRC errors: 0
  • Via count: 49752

Clocking
  • Clk pin slew, worst setup/hold paths: 60 ps
  • Hold buffers post-CTS: 0
  • CTS Buf Count: 208
  • Clock sinks: 2048
  • Clock buffer depth: 3
  • CTS tree: built
  • Resized Gates After CTS: 0
  • Root Driver: clkbuf_16
  • H-tree lvl count: 4
  • Setup Buffers After CTS: 0

Worst setup path
  • Worst-path fanout max: 39
  • Kind of critical path: primary input to output port
  • WP data arrival: 5900 ps
  • Worst path required time: 8880 ps
  • Critical Path Sink Type: output port
  • Kind of start point of the critical path: primary input

Placement
  • Post-DP HPWL: 165900 microns
  • I/O Buffers: 208
  • DP Cell Count: 7577
  • GP Congestion: 0.8724

Floorplanning
  • Core ar.: 233200 sq um
  • Die area: 237200 sq um
  • Initial Util: 0.4035
  • Die extent in y: 487.0 microns
  • Die width: 487.0 microns
  • Rows: 177
  • I/O pin count: 209

Status
  • Status: finished clean

Power and ir drop
  • Maximum VDD drop: 130.0 uV
  • P per Cell Area: 160.3 nW/um^2
  • Leak Pwr: 34.06 nW

Min path
  • Worst Hold Class: primary input to flop
report_power, final:
part	internal (mW)	switching (mW)	total, mW
Clock	4.08	3.05	7.13
Sequential	8.60	0.0368	8.64
Combinational	0.698	0.813	1.51
worst paths after layout:
kind,to,startpoint,cells after the start
max,dataA[1],a[1],8
min,R[11][42],dataC[42],1
layout by cell type, fill, tap and decap left out, types with 22 or more instances in the layout:
master and instances:
mux2_2 56, a22o_1 33, clkinv_1 45, clkbuf_1 32, nand2_1 87, clkinv_2 48
a32o_1 38, clkdlybuf4s50_1 198, a221oi_1 92, bufinv_16 27, buf_4 259, nor2_4 35
o21a_1 22, o22ai_1 38, clkbuf_16 208, edfxtp_1 2048, mux4_2 1039, mux2i_1 362
layer usage:
| layer | vias to the layer above | share of wire | wire [microns] | global-route usage |
|---|---|---|---|---|
| li1 | 19912 | - | - | - |
| met1 | 25562 | 0.30 | 85950 | 0.3080 |
| met2 | 3768 | 0.47 | 135700 | 0.3951 |
| met3 | 490 | 0.20 | 56530 | 0.2333 |
| met4 | 20 | 0.031 | 8827 | 0.06193 |
| met5 | - | 0.0017 | 499 | 0.01817 |
cell type report:
cell class                      instances  area [sq um]  area share
Clock buffer                          240          5325     0.04941
Multi-Input combinational cell       1917         31110      0.2886
Inverter                                1         11.26   0.0001045
Timing Repair Buffer                  479          4327     0.04015
Antenna cell                            2         5.005  0.00004644
Clock inverter                        148          1574     0.01461
Tap cell                             3132          3919     0.03636
Sequential cell                      2048         61500      0.5707
worst max-delay path: stages:
cell	delay, ps
buf_8	340
buf_4	670
buf_4	610
mux4_2	320
mux2i_1	70
a22o_1	250
a221oi_1	610
clkdlybuf4s50_1	610
stage by stage:
step	setup slack [ps]	power, mW	utilization	cell area [sq um]
2_1_floorplan	5058	9.661	-	94100
3_3_place_gp	2869	10.33	0.4325	100900
3_5_place_dp	2923	10.33	0.4325	100900
4_1_cts	2894	17.41	0.4621	107800
5_1_grt	2608	17.80	0.4621	107800
6_report	2984	17.28	0.4621	107800
kinds of logic (layout without fill, tap and decap cells):
kind of cell,count (synthesis),count (layout)
buffers and inverters,348,868
other,0,2
multiplexers,1457,1457
flip-flops,2048,2048
AND/OR/NAND/NOR,184,184
AND-OR/OR-AND,276,276
Power is estimated from default activity; no workload was simulated.
