<file path="design/flow/run.sh">
#!/bin/bash
# OpenROAD 26Q1-2900-gdf79404cd8, Yosys 0.63+post, stock flow scripts
make -C /OpenROAD-flow-scripts/flow DESIGN_CONFIG=/design/flow/config.mk WORK_HOME=/design/flow/orfs finish
</file>
<file path="design/flow/config.mk">
export PLATFORM = sky130hd
export DESIGN_NAME = InstructionMemory
export DESIGN_NICKNAME = InstructionMemory
export VERILOG_FILES = /design/flow/design.v
export SDC_FILE = /design/flow/constraint.sdc
export NUM_CORES = 4
export LEC_CHECK = 1
export CORE_AREA = 10 10 70 70
export DIE_AREA = 0 0 80 80
export SYNTH_MEMORY_MAX_BITS = 65536
</file>
<file path="design/flow/constraint.sdc">
current_design InstructionMemory

set clk_period 1.0
set clk_io_pct 0.2

create_clock -name clk0 -period $clk_period

set non_clock_inputs [all_inputs -no_clocks]
set_input_delay [expr $clk_period * $clk_io_pct] -clock clk0 $non_clock_inputs
set_output_delay [expr $clk_period * $clk_io_pct] -clock clk0 [all_outputs]
</file>
<file path="design/flow/design.v">
module InstructionMemory#(parameter d=0)(input reg [63:0] PC, output [31:0] instruction);
	wire [31:0] addr1 = PC[63:32]>>2,
		 addr2 = PC[31:0]>>2;
	reg [31:0] IM [0:31][0:31];
	initial begin
		IM[0][32'd0] = 32'h8b1f03e5;
		IM[0][32'd1] = 32'b0;
		IM[0][32'd2] = 32'hf84000a4; 
		IM[0][32'd3] = 32'h8b040086; 
		IM[0][32'd4] = 32'hf80010a6; 
	end
	assign #d instruction = IM[addr1][addr2];
endmodule	
</file>
==> flow_summary.ini <==
; physical design summary
[detailed_routing]
drtPass1Iterations = 2
drt_first_iter_violations = 9
n_antenna_cell = 0
avgViaCountPerCell = 2.27
vias = 225
post_drt_wl_per_cell_um = 8.41
drcViolationCount = 0
drt.antenna.violating_nets = 0
wirelength_um = 833

[synth]
synth_warnings = 1
syn_avg_cell_area_um2 = 7.57
largest_area_cell = buf_4
syn_area_um2 = 295
syn_inst = 39
yosys_area_um2 = 295
topCellsByArea = buf_4 (64%), ha_1 (17%), and2b_2 (5.9%)
yosys_cells = 39
yosysSeqAreaShare = 0
ys_types = 9
synth_top_area_share = 0.636

[die]
die_w_um = 80
die.size.y_um = 80
ioPinCount = 96
core_area_mm2 = 0.00342
rows = 21
dieArea_mm2 = 0.00640
fp_util = 0.0864

[run_status]
status = complete, but fails checks
violations = negative setup slack

[sta]
fmax_ghz = 0.838
final-hold-violation-count = 0
post-route-min-period_ns = 1.19
period_used_share = 1.19
setup_viol_count_final = 17
setup_ws_ns = -0.193
rsz0062_at_grt = yes
drv_slew = 0

[critical_path]
arrival_ns = 0.99
criticalPathCategory = in -> out
critical_path_required_ns = 0.80
cp_max_fo = 3
crit_path_start = PC[3]
cp-start-kind = primary input
endpoint_kind = primary output

[job]
warning_count = 98
drv_cap = 0

[cells_and_area]
drive_gt1_frac = 0.698
nClkBuffers = 0
regArea_um2 = 0
area_delta_synth_final_pct = 80.9
final_util = 0.156
flops = 0
final_cells = 99
nFillCells = 387

[power_and_ir_drop]
power_density_mw_per_mm2 = 292
ir_drop_mv = 0.0293
leakage_nw = 0.264

[place]
numPlacedInstances = 96
gp_congestion = 0.674
place_ws_ns = -1.02
portBuffers = 25

[global_routing]
first_global_vias = 208
grt_first_pass_wirelength_um = 1120
grt_use_total = 0.0203
antenna_found_initial = 0
grt_max_degree = 9
grt_overflow = 0

[min_path]
hold_class = in -> out
hold_start = PC[4]
==> what timing repair did <==
item                                    in CTS  in global routing
buffers inserted                             3                  0
hold endpoints to repair                     0                  0
hold buffers                                 0                  0
pin swaps                                    4                  1
gates resized                              101                  4
endpoints found under the setup margin      22                 22
==> worst paths after layout <==
path  slack, ns              end  cells after the start
min        0.60  instruction[12]                      2
max       -0.19   instruction[5]                      5
==> layout by cell type (no fill, tap or decap), types with 2 or more instances in the layout <==
master           count
buf_6               15
conb_1              10
buf_2                8
and2b_2              2
ha_4                 2
ha_2                 2
buf_8                2
clkdlybuf4s15_1      2
==> cell families after synthesis <==
| family | count (synthesis) | synth area share |
|---|---|---|
| other | 1 | 0.0127 |
| adders and majority gates | 4 | 0.169 |
| and+or+nand+nor | 7 | 0.157 |
| buffers and inverters | 27 | 0.661 |
==> layer usage <==
metal / GRT usage / share of wire / routed length (um) / vias up
met2: 0.0393 / 0.51 / 425 / 18
met1: 0.0204 / 0.29 / 245 / 98
li1: - / - / - / 109
met4: 0 / 0 / 0 / 0
met5: 0 / 0 / 0 / -
met3: 0.00909 / 0.19 / 162 / 0
==> where the power goes <==
group / internal, mW / switching, mW
clock network: 0 / 0
logic: 0.106 / 0.0499
registers: 0 / 0
total: 0.106 / 0.0499
==> critical path: stages <==
cell   delay, ns
buf_8       0.10
buf_6       0.11
ha_4        0.15
or3_1       0.31
buf_2       0.12
==> area by class of cell <==
class / count / area [um^2] / share of cell area
multi-input combinational: 21 / 174 / 0.326
inverter: 2 / 15.0 / 0.0281
tap: 46 / 57.6 / 0.108
timing repair buffer: 30 / 288 / 0.539
==> Yosys cell counts <==
| library cell | count |
|---|---|
| or2_2 | 2 |
| or3_1 | 1 |
| inv_1 | 2 |
| nor2_1 | 1 |
| ha_1 | 4 |
| conb_1 | 1 |
| and2b_2 | 2 |
| buf_4 | 25 |
| nand2b_1 | 1 |
==> metrics by stage <==
stage	setup TNS, ns	hold slack (ns)	total power, mW	area (um^2)
after CTS	-2.04	0.655	0.154	513
after detailed placement	-18.93	1.41	0.141	469
final	-1.99	0.602	0.156	534
after floorplan	0	0.430	0.0852	334
after global placement	-18.53	1.40	0.140	469
after global routing	-2.45	0.636	0.175	534
No activity file was given, so power comes from the tool's default toggle rates.
